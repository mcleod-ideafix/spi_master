$ cat /design/flow/config.mk
export PLATFORM = sky130hd
export DESIGN_NAME = spi_slave
export DESIGN_NICKNAME = spi_slave
export VERILOG_FILES = /design/flow/design.v
export SDC_FILE = /design/flow/constraint.sdc
export NUM_CORES = 4
export LEC_CHECK = 1
export CORE_AREA = 10 10 70 70
export DIE_AREA = 0 0 80 80
$ cat /design/flow/constraint.sdc
current_design spi_slave

set clk_period 1.0
set clk_io_pct 0.2

create_clock -name clk0 -period $clk_period [get_ports {sclk}]

set non_clock_inputs [all_inputs -no_clocks]
set_input_delay [expr $clk_period * $clk_io_pct] -clock clk0 $non_clock_inputs
set_output_delay [expr $clk_period * $clk_io_pct] -clock clk0 [all_outputs]
$ cat /design/flow/design.v
`timescale 1us / 1us
`default_nettype none
module spi_master (
  input wire clk,   
  input wire reset,
  input wire [7:0] din,
  output reg [7:0] dout,
  input wire read,
  input wire write,
  output reg busy,
  input wire miso,
  output reg mosi,
  output reg sclk
);
  localparam  
    REPOSO  = 2'd0,
    TRANSF1 = 2'd1,
    TRANSF2 = 2'd2;
  reg [7:0] regspi = 8'hFF;     
  reg [1:0] estado = REPOSO;    
  reg [3:0] cntbits = 4'b1000;  
  always @(posedge clk) begin
    if (reset == 1'b1) begin    
      regspi <= 8'hFF;
      estado <= REPOSO;
      cntbits <= 4'b1000;
      sclk <= 1'b0;
    end
    else begin
      case (estado)
        REPOSO:                 
          begin
            if (read == 1'b1) begin   
              estado <= TRANSF1;
              dout <= regspi;   
              regspi <= 8'hFF;  
              cntbits <= 4'b0000;  
            end
            else if (write == 1'b1) begin   
              estado <= TRANSF1;
              regspi <= din;    
              cntbits <= 4'b0000;  
            end
          end
        TRANSF1:   
          begin
            if (cntbits[3] == 1'b0) begin   
              sclk <= 1'b1;             
              estado <= TRANSF2;        
            end
            else
              estado <= REPOSO;         
          end
        TRANSF2:   
          begin
            sclk <= 1'b0;                   
            regspi <= {regspi[6:0], miso};  
            cntbits <= cntbits + 4'd1;      
            estado <= TRANSF1;              
          end
      endcase
    end
  end
  always @* begin
    if (estado == REPOSO)    
      busy = 1'b0;
    else
      busy = 1'b1;
    mosi = regspi[7];   
  end
endmodule
module spi_slave (
  input wire sclk,
  input wire mosi,
  output reg miso,
  input wire [7:0] din,
  output reg [7:0] dout,
  input wire write
);
  reg [7:0] regspi = 8'hFF;     
  always @(negedge sclk) begin
    if (write == 1'b1)
      regspi <= din;
    else
      regspi <= {regspi[6:0], mosi};
  end
  always @* begin
    dout = regspi;
    miso = regspi[7];
  end
endmodule
`default_nettype wire
$ cat /design/flow/run.sh
#!/bin/bash
# OpenROAD 26Q1-2900-gdf79404cd8, Yosys 0.63+post, stock flow scripts
make -C /OpenROAD-flow-scripts/flow DESIGN_CONFIG=/design/flow/config.mk WORK_HOME=/design/flow/orfs finish
==> flow_summary.json <==
{
  "vias": 256,
  "grt_max_degree": 9,
  "syn_avg_cell_area_sq_um": 15.94,
  "place_congestion": 0.7991,
  "placed_cells": 85,
  "p_per_area_nw_per_um2": 1536,
  "top_register": "regspi",
  "firstDrtPassIters": 2,
  "cts_tree": "yes",
  "status": "complete, but fails checks",
  "syn_to_final_growth_pct": 87.19,
  "reg.largest.list": "regspi x8",
  "numCtsBuffers": 3,
  "slew_violations": 0,
  "ys_sh_xor": 0,
  "crit_buf_inv": 1,
  "grt_pass1_wl_um": 1269,
  "worstSetupEndpointType": "primary output",
  "ys_cells": 19,
  "post_drt_wl_per_cell_um": 8.563,
  "logic_family": "multiplexers",
  "hp-class": "reg2reg",
  "cpPeakStageDelay_ps": 320,
  "violations": "negative setup slack",
  "synth_seq_share": 0.5289,
  "routed_wl_um": 822,
  "path_clk_slew_ps": 40,
  "holdWs_ps": 466.5,
  "clock_sinks": 8,
  "fa_ha_area_frac": 0,
  "drv_cap": 0,
  "fin_ws_ps": -430.1,
  "post_drt_via_cell_ratio": 2.667,
  "cp.required_ps": 800,
  "cts_root_buf": "clkbuf_4",
  "antenna_found_initial": 0,
  "aoi_share": 0,
  "max_slew_margin": 0.9257,
  "p_seq_frac": 0.433,
  "sw_frac_of_total": 0.2541,
  "rows": 21,
  "switchingPower_mw": 0.2212,
  "synthesis.area_sq_um": 302.8,
  "cp_top_family": "flip-flops",
  "worstPathArrival_ps": 1230,
  "die_h_um": 80,
  "globalRouteTotalUtil": 0.02673,
  "tightest_slew_ps": 111.4,
  "clock_latency_ps": 310,
  "drive_above_1_share": 0.6600,
  "dieArea_sq_um": 6400,
  "grt_pass1_vias": 283,
  "p_int_mw": 0.6494,
  "final_cells": 96,
  "boundaryPins": 20,
  "ys_types": 5,
  "slowest_stage": "dfxtp_2",
  "start_kind": "flop",
  "power.total_mw": 0.8706,
  "ant_nets": 0,
  "numSynthFlops": 8,
  "path_class": "reg2out",
  "ys_sh_mux": 0.3967,
  "leakagePower_nw": 0.2970,
  "p_clk_frac": 0.408,
  "htree_levels": 1,
  "yosysWarnings": 1,
  "drc": 0,
  "grt_overflow": 0,
  "core_area_sq_um": 3416,
  "ir_drop_uv": 690.0,
  "cp_cell_sequence": "buf_2",
  "p_comb_frac": 0.159,
  "cts_buffer_depth": 2,
  "syn_inst": 19,
  "final_cell_mix": "buf_2 (9), mux2_4 (8), inv_1 (8), dlygate4sd2_1 (8), dfxtp_2 (8)",
  "drt-initial-drc-count": 7,
  "rsz0062_at_grt": "true",
  "mostFrequentLayoutCell": "buf_2",
  "fp_util": 0.08864,
  "diodes": 0,
  "fin_skew_ps": 5.455,
  "yosys_area_sq_um": 302.8,
  "largest_reg_flops": 8,
  "warning_count": 36,
  "die_w_um": 80,
  "postCtsHoldBufs": 0,
  "cp_max_fo": 2,
  "place.port_buffers": 19,
  "utilization": 0.1659,
  "finalHoldViolations": 0,
  "simple_gate_share": 0,
  "finalSetupViolCount": 9
}
==> routing by layer <==
metal,up-vias,global-route usage,wire length (um)
met5,-,0,0
met4,0,0.003521,0
met3,0,0.04432,250
met2,24,0.02408,203
met1,106,0.02955,368
li1,126,-,-
==> through the flow <==
step / TNS [ps] / cell area [sq um] / setup WS (ps)
floorplan: -1838 / 311.5 / -219.7
global placement: -10450 / 566.8 / -758.7
detailed placement: -10480 / 566.8 / -768.1
CTS: -3884 / 554.3 / -441.1
global route: -4112 / 566.8 / -467.0
finish: -3741 / 566.8 / -430.1
==> power by group through the flow <==
stage | clock network, mW | logic (mW) | registers [mW]
final | 0.355 | 0.139 | 0.377
after global routing | 0.409 | 0.154 | 0.381
after CTS | 0.378 | 0.134 | 0.377
==> cell usage after synthesis, drive strengths merged <==
cell,instances,share of area
mux2,8,0.40
inv,1,0.012
dfxtp,8,0.53
buf,2,0.062
==> kinds of logic after synthesis <==
kind of cell	Yosys count
multiplexers	8
buffers and inverters	3
flip-flops	8
==> worst paths after layout <==
kind,depth (start not counted),slack (ps),startpoint,endpoint
worst min-delay path,1,470,regspi[2],regspi[3]
worst max-delay path,1,-430,regspi[1],dout[1]
worst min register to register,1,470,regspi[2],regspi[3]
worst max register to register,3,100,regspi[6],regspi[7]
==> what timing repair did <==
action / CTS / global route
buffers inserted: 1 / 1
cloned: 0 / 0
setup endpoints to repair: 17 / 11
gates resized: 50 / 2
endpoints found under the hold margin: 0 / 0
==> final cells by class <==
class                      count  area, sq um
clock inverter                 8        30.03
fill                         391         2849
timing repair buffer          23        166.4
sequential                     8        170.2
multi-input combinational      8        120.1
clock buffer                   3        22.52
tap                           46        57.56
Power figures rest on the tool's default switching activity, not on a simulated workload.
